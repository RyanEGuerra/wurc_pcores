`flow/design.v`:
```
module volo_spi_io (
	input sys_clk,
	input sys_ce,
	input reset,
	input go,
	input [31:0] tx_data,
	output  [31:0] rx_data1,
	output done,
	output [4:0] curbitnum,
	output spi_mosi,  
	output spi_cs,    
	output spi_sclk,  
	input spi_miso1  
);
parameter SPI_XFER_LEN = 5'd16;
reg [0:31] rx_data1_int;
wire[0:31] tx_data_int;
assign rx_data1[31:0] = rx_data1_int[0:31];  
assign tx_data_int[0:31] = tx_data[31:0]; 
reg [0:7] spi_clk_counter;
wire spi_clk;
reg spi_clk_d1;
wire spi_clk_pos, spi_clk_neg;
reg go_d1;
wire go_pos;
reg [0:4] spi_xfer_counter;
reg spi_xfer_running, spi_xfer_done;
assign go_pos = go & ~go_d1;
assign spi_cs = ~spi_xfer_running;  
assign curbitnum = spi_xfer_counter;
assign done = spi_xfer_done;
initial begin
	rx_data1_int = 5'd0;
	spi_xfer_done = 1'd0;
end
always @(posedge sys_clk)
begin
	if(reset == 1)
		go_d1 <= 1'b0;
	else if(spi_clk_neg)
		go_d1 <= go;
end
always @(posedge sys_clk)
begin
	if(reset == 1)
	begin
		spi_clk_counter <= 6'b0;
		spi_clk_d1 <= 1'b0;
	end
	else
	begin
		spi_clk_counter <= spi_clk_counter + 6'b000001;
		spi_clk_d1 <= spi_clk;
	end
end
assign spi_clk = spi_clk_counter[7];
assign spi_sclk = spi_clk & spi_xfer_running;
assign spi_clk_pos = (~spi_clk & spi_clk_d1); 
assign spi_clk_neg = (spi_clk & ~spi_clk_d1); 
always @(posedge sys_clk)
begin
	if(reset == 1)
	begin
		spi_xfer_running <= 1'b0;
		spi_xfer_done <= 1'b0;
	end
	else if( go & (spi_xfer_counter < SPI_XFER_LEN) & spi_clk_neg)
	begin		
		spi_xfer_running <= 1'b1;
		spi_xfer_done <= 1'b0;
	end
	else if(spi_xfer_counter >= SPI_XFER_LEN)
	begin
		spi_xfer_running <= 1'b0;
		spi_xfer_done <= 1'b1;
	end
	else
	begin
		spi_xfer_running <= spi_xfer_running;
		spi_xfer_done <= 1'b0;
	end
end
always @(posedge sys_clk)
begin
	if((reset == 1) || spi_xfer_done)
		spi_xfer_counter <= 5'b0;
	else if (spi_xfer_counter >= (SPI_XFER_LEN))
		spi_xfer_counter <= SPI_XFER_LEN;
	else if (spi_xfer_running & spi_clk_neg)
		spi_xfer_counter <= spi_xfer_counter + 1;
	else
		spi_xfer_counter <= spi_xfer_counter;
end
wire [0:32] tx_data_safe;
wire [4:0] data_bitSel;
assign data_bitSel = spi_xfer_counter + (32-SPI_XFER_LEN); 
assign tx_data_safe = {tx_data_int, 1'b0};  
assign spi_mosi = spi_xfer_running ? tx_data_safe[data_bitSel] : 1'b0;
always @(posedge sys_clk)
begin
	if(reset == 1)
	begin
		rx_data1_int <= 32'b0;
	end
	else if(spi_xfer_running & spi_clk_neg)
	begin
		rx_data1_int[data_bitSel] <= spi_miso1;
	end
	else
	begin
		rx_data1_int <= rx_data1_int;
	end
end
endmodule
```
`flow/run.sh`:
```
#!/bin/bash
# OpenROAD 26Q1-2900-gdf79404cd8, Yosys 0.63+post, stock flow scripts
make -C /OpenROAD-flow-scripts/flow DESIGN_CONFIG=/design/flow/config.mk WORK_HOME=/design/flow/orfs finish
```
`flow/config.mk`:
```
export PLATFORM = sky130hd
export DESIGN_NAME = volo_spi_io
export DESIGN_NICKNAME = volo_spi_io
export VERILOG_FILES = /design/flow/design.v
export SDC_FILE = /design/flow/constraint.sdc
export NUM_CORES = 4
export LEC_CHECK = 1
export CORE_UTILIZATION = 50
```
`flow/constraint.sdc`:
```
current_design volo_spi_io

set clk_period 4.9
set clk_io_pct 0.2

create_clock -name clk0 -period $clk_period [get_ports {sys_clk}]

set non_clock_inputs [all_inputs -no_clocks]
set_input_delay [expr $clk_period * $clk_io_pct] -clock clk0 $non_clock_inputs
set_output_delay [expr $clk_period * $clk_io_pct] -clock clk0 [all_outputs]
```
==> flow_metrics.py <==
# Flow results
metrics = {
    "cts": {
        "cts_tree": "built",
        "clock_sinks": 41,
        "cts_root_buffer": "clkbuf_8",
        "cts_buffers": 5,
        "path_clk_slew_ns": 0.08,
        "cts_setup_buffers": 0,
        "cts_resized": 0,
        "ctsHtreeMaxLevel": 2,
        "clkLatencyLatePin_ns": 0.29,
        "clockBufferDepth": 2,
        "ctsHoldBuffers": 0,
    },
    "setup_path": {
        "cp_data_arrival_time_ns": 3.47,
        "max_stage_delay_ns": 0.77,
        "cp_slowest_cell": "dfxtp_1",
        "crit_start": "spi_xfer_counter[4]$_SDFFE_PP0P_",
        "r2r-start": "spi_xfer_counter[4]$_SDFFE_PP0P_",
        "cp-end-kind": "primary output",
        "worstPathRequired_ns": 3.92,
        "crit_path_start_kind": "flip-flop",
        "r2r_slack_ns": 2.15,
        "crit_type": "flip-flop to primary output",
        "path_cells": "inv_1, ha_1, nor2b_1, a221oi_1, o32ai_1, a41oi_1, nor3b_2, clkdlybuf4s50_1",
        "crit_fanout": 18,
    },
    "power": {
        "leakage_nw": 1.023,
        "ir_drop_uv": 182.5,
        "p_per_area_nw_per_um2": 214.0,
        "finalPower_uw": 669.3,
    },
    "timing": {
        "finalSetupViolCount": 0,
        "finalCritPeriodShare_pct": 90.88,
        "finalHoldViolCount": 0,
        "skew_ns": 0.008669,
        "tns_ns": 0,
        "holdWs_ns": 0.4504,
        "clock.fmax_mhz": 224.6,
        "period_needed_ns": 4.453,
        "grt_setup_unrepaired": "no",
        "tightest_slew_ns": 0.8685,
        "final-max-slew-violation-count": 0,
        "slew_headroom_pct": 41.57,
    },
    "drt": {
        "drtPass1Iterations": 4,
        "wl_met3_um": 389,
        "avgViaCountPerCell": 5.704,
        "highest_layer": "met4",
        "antenna_left": 0,
        "drt-met1-wl_mm": 2.928,
        "antenna_cells": 0,
        "drt-total-wl_mm": 5.931,
        "post-route-drc-count": 0,
        "drt-wirelength-per-cell_um": 14.86,
        "wl_met2_mm": 2.588,
        "drtIter0Drc": 137,
        "routed-via-count": 2276,
    },
    "yosys": {
        "yosys.stat.seqShare_pct": 35.98,
        "edf_count": 0,
        "synth-async-reset-ratio_pct": 0,
        "ys_sh_simple_pct": 27.26,
        "yosys_area_um2": 2281,
        "fa_ha_area_share_pct": 2.743,
        "synthTopLogicFamily": "simple AND/OR/NAND/NOR gates",
        "ys_sh_xor_pct": 2.249,
        "compound_area_share_pct": 19.42,
        "ys_cells": 278,
        "synthMuxAreaShare_pct": 7.570,
        "ys_types": 45,
        "ys_warn_count": 1,
        "synth-seq-cells": 41,
        "syn_inst": 278,
        "flop_cell": "dfxtp_1",
        "avgSynthCellArea_um2": 8.205,
        "synth_area_um2": 2281,
    },
    "run": {
        "drv_cap": 0,
        "log.warning_count": 29,
    },
    "grt": {
        "grt_pass1_wl_mm": 9.880,
        "grt_overflow_total": 0,
        "grt.total_usage_pct": 25.72,
        "grt_max_degree": 39,
        "antenna_found_initial": 0,
        "grt_pass1_vias": 2031,
    },
    "placed_design": {
        "hpwl_mm": 4.245,
        "gp_congestion": 0.8643,
        "port_buffers": 76,
    },
    "floorplanning": {
        "die_height_um": 69.54,
        "core_util_floorplan_pct": 52.03,
        "io-pin-count": 78,
        "rows": 24,
        "coreArea_um2": 4384,
        "die-area_um2": 4836,
        "die_w_um": 69.54,
    },
    "layout": {
        "lay_top_count": "clkdlybuf4s50_1",
        "nFillCells": 367,
        "lay_top_cells": "clkdlybuf4s50_1, nand3_1, dfxtp_1, a21oi_1, o21ai_0",
        "area_growth_pct": 37.14,
        "layout-drive-gt1-share_pct": 6.340,
    },
    "status": {
        "run_status": "finished, final reports clean",
    },
    "hold_path": {
        "hold_start": "spi_xfer_done$_SDFF_PP0_",
        "hold_class": "flip-flop to flip-flop",
    },
}
-- logic make-up (layout without fill, tap and decap cells) --
| group | after synthesis | after routing |
|---|---|---|
| and+or+nand+nor | 117 | 117 |
| AOI/OAI and AO/OA | 79 | 79 |
| DFF | 41 | 41 |
| muxes | 9 | 9 |
| buffers and inverters | 22 | 91 |
| adders and majority gates | 5 | 5 |
| xor gates and xnor gates | 5 | 5 |
-- worst paths after layout --
path | endpoint | depth (start not counted)
min | spi_xfer_counter[0]$_SDFFE_PP0P_ | 1
min reg2reg | spi_xfer_counter[0]$_SDFFE_PP0P_ | 1
max reg2reg | rx_data1_int[31]$_SDFFE_PP0P_ | 8
max | spi_mosi | 8
-- cell usage after synthesis (3+ instances only) --
cell	count	area share, %
a21oi_1	36	7.9
o21ai_0	33	7.2
ha_1	5	2.7
clkbuf_1	8	1.3
nor2b_1	4	1.1
mux4_1	5	5.8
nand2b_1	4	1.1
nor2_1	12	2.0
inv_1	5	0.82
nand2_1	23	3.8
nand3_1	41	9.0
and3_1	3	0.82
nor3_1	7	1.5
mux2i_1	3	1.3
and2_1	3	0.82
dfxtp_1	41	36
buf_2	6	1.3
nor3_2	4	1.8
-- worst max-delay path: cells and delay by family, from the launching register on --
family                     cells  cell delay (ns)
and+or+nand+nor                2             0.55
DFF                            1             0.77
buffers and inverters          2             0.70
adders and majority gates      1             0.66
AOI/OAI and AO/OA              3             0.49
-- state kept, by name, indices dropped and copies added, names as in the netlist --
name	flops
spi_xfer_running	1
spi_xfer_done	1
rx_data1_int	32
spi_clk_counter	1
spi_clk_d1	1
spi_xfer_counter	5
-- report_power, final --
part | internal, mW | switching (mW)
sequential | 0.337 | 0.00716
clock | 0.114 | 0.115
combinational | 0.0543 | 0.0415
total | 0.505 | 0.164
-- per-stage QoR --
stage / utilization, % / instances / setup slack [ns] / instance area [µm²]
2_1_floorplan: - / 278 / 1.917 / 2281
3_5_place_dp: 69.15 / 391 / 0.7511 / 3032
5_1_grt: 71.35 / 399 / 0.1189 / 3128
3_3_place_gp: 69.15 / 391 / 0.7838 / 3032
4_1_cts: 71.35 / 399 / 0.4144 / 3128
6_report: 71.35 / 399 / 0.4468 / 3128
-- area by class of cell --
class	count	area (µm²)	share of cell area, %
clock buffer	6	82.58	2.640
clock inverter	2	13.76	0.4400
inverter	5	18.77	0.6000
multi-input combinational	215	1351	43.20
sequential	41	820.8	26.24
tap	52	65.06	2.080
timing repair buffer	78	775.7	24.80
-- metal layers --
layer  vias to the layer above  GRT usage [%]
met3                         2          3.835
met5                         -              0
li1                       1146              -
met1                      1052          43.32
met2                        76          37.97
met4                         0          1.814
No activity file was given, so power comes from the tool's default toggle rates.
